<file path="flow/design.v">
`timescale 1 ns / 1 ns
module FilterTapSystolicPreAddWvlIn19
          (clk,
           enb,
           dinReg2_0_re,
           dinPreAdd,
           coefIn_0,
           addin,
           dinRegVld,
           syncReset,
           dinDly2,
           tapout);
  input   clk;
  input   enb;
  input   signed [31:0] dinReg2_0_re;   
  input   signed [31:0] dinPreAdd;   
  input   signed [31:0] coefIn_0;   
  input   signed [68:0] addin;   
  input   dinRegVld;
  input   syncReset;
  output  signed [31:0] dinDly2;   
  output  signed [68:0] tapout;   
  reg signed [64:0] fTap_mult_reg;   
  reg signed [31:0] fTap_din1_reg1;   
  reg signed [31:0] fTap_din1_reg2;   
  reg signed [31:0] fTap_din2_reg1;   
  reg signed [32:0] fTap_preAdd_reg;   
  reg signed [68:0] fTap_addout_reg;   
  reg signed [31:0] fTap_coef_reg1;   
  reg signed [31:0] fTap_coef_reg2;   
  reg signed [64:0] fTap_mult_reg_next;   
  reg signed [31:0] fTap_din1_reg1_next;   
  reg signed [31:0] fTap_din1_reg2_next;   
  reg signed [31:0] fTap_din2_reg1_next;   
  reg signed [32:0] fTap_preAdd_reg_next;   
  reg signed [68:0] fTap_addout_reg_next;   
  reg signed [31:0] fTap_coef_reg1_next;   
  reg signed [31:0] fTap_coef_reg2_next;   
  reg signed [31:0] dinDly2_1;   
  reg signed [68:0] tapout_1;   
  reg signed [68:0] fTap_add_cast;   
  reg signed [32:0] fTap_add_cast_0;   
  reg signed [32:0] fTap_add_cast_1;   
  always @(posedge clk)
    begin : fTap_process
      if (enb) begin
        if (syncReset == 1'b1) begin
          fTap_din1_reg1 <= 32'sb00000000000000000000000000000000;
          fTap_din1_reg2 <= 32'sb00000000000000000000000000000000;
          fTap_din2_reg1 <= 32'sb00000000000000000000000000000000;
          fTap_preAdd_reg <= 33'sh000000000;
          fTap_coef_reg1 <= 32'sb00000000000000000000000000000000;
          fTap_coef_reg2 <= 32'sb00000000000000000000000000000000;
          fTap_mult_reg <= 65'sh00000000000000000;
          fTap_addout_reg <= 69'sh000000000000000000;
        end
        else begin
          fTap_mult_reg <= fTap_mult_reg_next;
          fTap_din1_reg1 <= fTap_din1_reg1_next;
          fTap_din1_reg2 <= fTap_din1_reg2_next;
          fTap_din2_reg1 <= fTap_din2_reg1_next;
          fTap_preAdd_reg <= fTap_preAdd_reg_next;
          fTap_addout_reg <= fTap_addout_reg_next;
          fTap_coef_reg1 <= fTap_coef_reg1_next;
          fTap_coef_reg2 <= fTap_coef_reg2_next;
        end
      end
    end
  always @(addin, coefIn_0, dinPreAdd, dinReg2_0_re, dinRegVld, fTap_addout_reg,
       fTap_coef_reg1, fTap_coef_reg2, fTap_din1_reg1, fTap_din1_reg2,
       fTap_din2_reg1, fTap_mult_reg, fTap_preAdd_reg) begin
    fTap_add_cast = 69'sh000000000000000000;
    fTap_add_cast_0 = 33'sh000000000;
    fTap_add_cast_1 = 33'sh000000000;
    fTap_mult_reg_next = fTap_mult_reg;
    fTap_din1_reg1_next = fTap_din1_reg1;
    fTap_din1_reg2_next = fTap_din1_reg2;
    fTap_din2_reg1_next = fTap_din2_reg1;
    fTap_preAdd_reg_next = fTap_preAdd_reg;
    fTap_addout_reg_next = fTap_addout_reg;
    fTap_coef_reg1_next = fTap_coef_reg1;
    fTap_coef_reg2_next = fTap_coef_reg2;
    if (dinRegVld) begin
      fTap_add_cast = {{4{fTap_mult_reg[64]}}, fTap_mult_reg};
      fTap_addout_reg_next = fTap_add_cast + addin;
      fTap_mult_reg_next = fTap_preAdd_reg * fTap_coef_reg2;
      fTap_add_cast_0 = {fTap_din1_reg2[31], fTap_din1_reg2};
      fTap_add_cast_1 = {fTap_din2_reg1[31], fTap_din2_reg1};
      fTap_preAdd_reg_next = fTap_add_cast_0 + fTap_add_cast_1;
      fTap_din1_reg2_next = fTap_din1_reg1;
      fTap_din1_reg1_next = dinReg2_0_re;
      fTap_din2_reg1_next = dinPreAdd;
      fTap_coef_reg2_next = fTap_coef_reg1;
      fTap_coef_reg1_next = coefIn_0;
    end
    dinDly2_1 = fTap_din1_reg2;
    tapout_1 = fTap_addout_reg;
  end
  assign dinDly2 = dinDly2_1;
  assign tapout = tapout_1;
endmodule   
</file>
<file path="flow/run.sh">
#!/bin/bash
# OpenROAD 26Q1-2900-gdf79404cd8, Yosys 0.63+post, stock flow scripts
make -C /OpenROAD-flow-scripts/flow DESIGN_CONFIG=/design/flow/config.mk WORK_HOME=/design/flow/orfs finish
</file>
<file path="flow/config.mk">
export PLATFORM = sky130hd
export DESIGN_NAME = FilterTapSystolicPreAddWvlIn19
export DESIGN_NICKNAME = FilterTapSystolicPreAddWvlIn19
export VERILOG_FILES = /design/flow/design.v
export SDC_FILE = /design/flow/constraint.sdc
export NUM_CORES = 4
export LEC_CHECK = 1
export CORE_UTILIZATION = 30
</file>
<file path="flow/constraint.sdc">
current_design FilterTapSystolicPreAddWvlIn19

set clk_period 24.7
set clk_io_pct 0.2

create_clock -name clk0 -period $clk_period [get_ports {clk}]

set non_clock_inputs [all_inputs -no_clocks]
set_input_delay [expr $clk_period * $clk_io_pct] -clock clk0 $non_clock_inputs
set_output_delay [expr $clk_period * $clk_io_pct] -clock clk0 [all_outputs]
</file>
==> ci_impl_report.md <==
### Flow metrics

| Metric | Value |
|---|---|
| Cell count in the Yosys report | `5481` |
| Wire length per cell after detailed routing | `17.8 um` |
| Summed instance area of the synthesized netlist | `54400 um^2` |
| Clock-pin transition on the worst setup and hold timing paths | `60 ps` |
| Final GP Congestion | `0.924` |
| Number of global-route vias before repair | `40133` |
| Footprint of the flip-flops and latches | `9820 um^2` |
| Height of the chip | `428 um` |
| Antenna violations before repair | `8` |
| Fraction of the core area occupied by cells at floorplan | `30.3%` |
| Number of ports placed on the die boundary | `270` |
| Level count of the clock H-tree | `2` |
| Cell type contributing the most total cell area after synthesis | `fa_1` |
| RSZ-0062 raised after global routing | `no` |
| Kind of capture point of the worst setup path | `flip-flop` |
| Dominant cell area share | `41.0%` |
| Post-route cell area | `60800 um^2` |
| Combinational gate area | `39600 um^2` |
| CP required | `25080 ps` |
| Die Span X | `428 um` |
| Critical Path Fanout Max | `6` |
| Critical Path Source | `addin[0]` |
| Count of cells resized by post-cts repair | `0` |
| Fill cells | `17928` |
| Highest clock frequency the design can meet | `112 MHz` |
| Measured slew at the worst slew-check pin | `887 ps` |
| Category of the critical setup timing path | `input port to flip-flop` |
| Largest net degree at the start of global routing | `114` |
| Drt initial violations | `1687` |
| Critical hold path startpoint | `fTap_din1_reg1[5]` |
| Number of cells on the worst hold path | `1` |
| Relative slew margins | `40.5%` |
| Worst Path Arrival | `9310 ps` |
| Overall Global Routing Usage | `17.0%` |
| Floorplan row count | `155` |
| Wire length of the first global-routing pass | `229 mm` |
| Number of buffers created by CTS | `41` |
| Clock period minus final worst setup slack | `8930 ps` |
| Run status | `finished clean` |
| # setup viols final | `0` |
| Vias per cell | `4.66` |
| Number of hold-repair buffers added at the cts stage | `0` |
| Root buf cell | `clkbuf_16` |
| Post-route antenna net violation count | `0` |
| Number of cells on the worst reg-to-reg path | `25` |
| Yosys stat chip area | `54400 um^2` |
| Final setup skew | `35.3 ps` |
| DP Wirelength | `114 mm` |
| Remaining routing DRC violations | `0` |
| Fraction of layout instances using a drive strength above 1 | `3.37%` |
| Worst reg2reg path startpoint | `fTap_coef_reg2[5]` |
| Number of pins exceeding their max-slew limit in the final report | `0` |
| Distinct lib cells | `84` |
| Number of setup buffers added after CTS | `0` |
| Hold Crit Endpoint | `fTap_din1_reg2[5]` |
| Most common cell in the netlist | `fa_1` |
| EDFF count, synth | `327` |
| Hold crit path type | `flip-flop to flip-flop` |
| Placed instance area | `59600 um^2` |
| Core box area | `179000 um^2` |
| Layout Area Growth over Synthesis | `11.9%` |
| FFs w/ async S/R, synth | `0%` |
| Number of optimization iterations in the first detailed-route pass | `7` |
| Yosys warning count | `1` |
| Final Cycle Share | `36.1%` |
| Hold violation total from the final report | `0` |
| Post-Syn Area per Cell | `9.92 um^2` |
| Sink count of the clock tree | `327` |
| Sum of negative setup slack | `0 ps` |
| Number of register bits inferred by synthesis | `327` |
| DR vias | `37269` |
| Buffers from clock root to sink, at most | `3` |
| Floorplan die area | `183000 um^2` |
| Biggest area cells | `fa_1 41%, edfxtp_1 18%, inv_1 7.1%` |
| Synth cell count leaders | `1114 x fa_1, 1034 x inv_1, 614 x nand2_1` |
| TritonCTS clock tree | `yes` |
| Synth Flop Type | `edfxtp_1` |
| Total number of warnings across the stage logs | `29` |
| Port-buffer cells | `269` |
| Kind of start point of the critical path | `input port` |
| Clock insertion delay at the later pin of the skew report | `630 ps` |
| Number of maximum-capacitance constraint violations | `0` |
| Cells after Synth | `5481` |
| Final wirelength | `142 mm` |
| Flip-flop count of the largest register after layout | `69` |
| RR Endpoint | `fTap_mult_reg[60]` |
| Share of synthesized area occupied by flip-flops and latches | `18.1%` |
| Gr ovfl total | `0` |
## worst max-delay path by stage
stage,endpoint,depth (start not counted),slack (ps)
5_1_grt,fTap_mult_reg[58],26,15430
4_1_cts,fTap_addout_reg[64],14,15780
6_report,fTap_addout_reg[64],14,15770
## metal layers
layer | up-vias | routed length (um) | share of wire [%] | track usage [%]
met4 | 6 | 3870 | 2.7 | 3.70
met2 | 1076 | 72600 | 51 | 28.4
met1 | 18956 | 56200 | 40 | 22.9
met3 | 168 | 9520 | 6.7 | 4.41
li1 | 17063 | - | - | -
met5 | - | 49 | 0.034 | 0.130
## critical path: stages
cell and delay, ps:
clkdlybuf4s50_1 540, ha_1 490, inv_1 110, fa_1 400
nor2b_1 230, o31ai_2 110, a21oi_1 370, a41oi_1 410
o21a_1 330, o2111a_1 270, a211oi_2 370, o21ai_1 190
o21ai_1 180, mux2_2 350
## placed cells by master, fill, tap and decap left out, drive strengths merged, types with 8 or more instances in the layout
| cell | count |
|---|---|
| fa | 1114 |
| inv | 1040 |
| nand2 | 614 |
| and2 | 536 |
| edfxtp | 327 |
| ha | 286 |
| clkdlybuf4s50 | 268 |
| nor2 | 223 |
| nor2b | 189 |
| a21oi | 162 |
| o21ai | 110 |
| buf | 83 |
| a21o | 83 |
| xnor2 | 79 |
| xor2 | 47 |
| nor3 | 44 |
| clkbuf | 44 |
| nand3 | 38 |
| o21a | 32 |
| o21bai | 31 |
| nand4 | 29 |
| nand2b | 28 |
| a211oi | 25 |
| or3 | 16 |
| and3 | 16 |
| a31oi | 16 |
| clkinv | 16 |
| o211ai | 12 |
| nor4 | 12 |
| a41oi | 8 |
| o31ai | 8 |
## stage by stage
stage          utilization, %  instances  setup WS, ps  hold WS, ps
6_report                 34.0       7992         15770          531
5_1_grt                  34.0       7988         15430          548
4_1_cts                  33.9       7986         15780          532
3_5_place_dp             33.2       7914         15070          518
3_3_place_gp             33.2       7914         15060          512
2_1_floorplan               -       5481         11250          509
## cells by family after synthesis
kind of cell | share of synthesized area [%]
simple gates | 16.5
fa+ha+maj | 47.6
buf+inv | 9.14
compound gates | 6.52
flops | 18.1
xor+xnor | 2.03
mux | 0.179
## final cells by class
type | instances | share of cell area (%)
Clock buffer | 44 | 1.70
Tap cell | 2355 | 4.84
Timing Repair Buffer | 351 | 5.44
Clock inverter | 28 | 0.387
Antenna cell | 6 | 0.0247
Inverter | 1034 | 6.38
Multi-Input combinational cell | 3847 | 65.1
Sequential cell | 327 | 16.1

==> flow/design.v <==
`timescale 1ns / 1ps
`default_nettype none
module conj_demod #(
   parameter integer C_S00_AXIS_TDATA_WIDTH = 32,
   parameter integer C_M00_AXIS_TDATA_WIDTH = 64
)(
   input wire s00_axis_aclk,
   input wire s00_axis_aresetn,
   input wire s00_axis_tlast,
   input wire s00_axis_tvalid,
   input wire [C_S00_AXIS_TDATA_WIDTH-1:0] s00_axis_tdata,
   input wire [(C_S00_AXIS_TDATA_WIDTH/8)-1:0] s00_axis_tstrb,
   output logic s00_axis_tready,
   input wire m00_axis_tready,
   output logic m00_axis_tvalid,
   output logic m00_axis_tlast,
   output logic [C_M00_AXIS_TDATA_WIDTH-1:0] m00_axis_tdata,  
   output logic [(C_M00_AXIS_TDATA_WIDTH/8)-1:0] m00_axis_tstrb
);
logic [31:0] val_reg;
logic [63:0] alpha;
logic signed [31:0] ac;
logic signed [31:0] bd;
logic signed [31:0] bc;
logic signed [31:0] ad;
logic signed [15:0] cur_real;  
logic signed [15:0] prev_real;  
logic signed [15:0] cur_imag;  
logic signed [15:0] prev_imag;  
logic signed [31:0] final_real;
logic signed [31:0] final_imag;
always_comb begin
	s00_axis_tready = m00_axis_tready || ~m00_axis_tvalid;
	cur_real = $signed(s00_axis_tdata[15:0]);
	cur_imag = $signed(s00_axis_tdata[31:16]);
	prev_real = $signed(val_reg[15:0]);
	prev_imag = $signed(val_reg[31:16]);
	ac = cur_real * prev_real;  
	bd = cur_imag * prev_imag;
	bc = cur_imag * prev_real;
	ad = cur_real * prev_imag;
	final_real  = (ac + bd);
	final_imag  = (bc - ad); 
	alpha = {final_imag,final_real};
end
always_ff @(posedge s00_axis_aclk)begin
   if(!s00_axis_aresetn)begin
       m00_axis_tvalid <= 0;
       val_reg <= 0;
       m00_axis_tdata <= 0;
       m00_axis_tstrb <= 0;
       m00_axis_tlast <= 0;
   end else begin
       if(s00_axis_tvalid && s00_axis_tready)begin
           val_reg <= s00_axis_tdata;
           m00_axis_tdata <= alpha; 
           m00_axis_tvalid <= 1'b1;
           m00_axis_tlast <= s00_axis_tlast;
           m00_axis_tstrb <= 255;
       end else begin
           m00_axis_tvalid <= 1'b0;
       end
   end
end
endmodule
==> flow/run.sh <==
#!/bin/bash
# OpenROAD 26Q1-2900-gdf79404cd8, Yosys 0.63+post, stock flow scripts
make -C /OpenROAD-flow-scripts/flow DESIGN_CONFIG=/design/flow/config.mk WORK_HOME=/design/flow/orfs finish
==> flow/config.mk <==
export PLATFORM = sky130hd
export DESIGN_NAME = conj_demod
export DESIGN_NICKNAME = conj_demod
export VERILOG_FILES = /design/flow/design.v
export SDC_FILE = /design/flow/constraint.sdc
export NUM_CORES = 4
export LEC_CHECK = 1
export CORE_UTILIZATION = 30
==> flow/constraint.sdc <==
current_design conj_demod

set clk_period 15.2
set clk_io_pct 0.2

create_clock -name clk0 -period $clk_period [get_ports {s00_axis_aclk}]

set non_clock_inputs [all_inputs -no_clocks]
set_input_delay [expr $clk_period * $clk_io_pct] -clock clk0 $non_clock_inputs
set_output_delay [expr $clk_period * $clk_io_pct] -clock clk0 [all_outputs]
==> summary.log <==
[routing] number of diodes 0
[sta] final tally of max-slew violations 0
[synth] yosys stat chip area 43,400 um2
[worst_setup_path] Req. time, crit path 15.49 ns
[synth] cell count listed in synth_stat.txt 4,749
[worst_setup_path] largest fanout on the critical path 33
[synth] register area share after synthesis 4.57%
[routing] remaining antenna violation count 0
[global_route] GRT met2 Usage 24.3%
[global_route] pin count of the biggest net entering global routing 57
[placement] detailed-placement wirelength estimate 81,700 um
[layout] number of flip-flops under the largest register name 64
[placement] final RePlAce weighted congestion 0.879
[worst_setup_path] Worst Setup Path Type in -> reg
[placement] number of buffer cells added on primary ports 111
[worst_setup_path] cell type of the slowest stage on the worst timing path sky130_fd_sc_hd__nor3_1
[synth] most instantiated library cell after synthesis sky130_fd_sc_hd__inv_1
[routing] total via count after detailed routing 29,400
[global_route] GRT met3 Usage 5.55%
[placement] placed standard-cell area 46,600 um2
[synth] average cell area after synthesis 9.13 um2
[placement] cell count after placement 6,610
[routing] total length of routed wires 101,000 um
[global_route] met1 track demand over resource in global routing 22.0%
[sta] max_slew headroom 41.0%
[synth] top post-synthesis cells by area sky130_fd_sc_hd__fa_1, sky130_fd_sc_hd__inv_1, sky130_fd_sc_hd__ha_1
[layout] Cell Count, Final, Fillers Out 6,626
[routing] routed wire length per instance 15.2 um
[synth] Cells after Synth 4,749
[worst_setup_path] Critical Path AT 11.66 ns
[global_route] global route total overflow 0
[worst_setup_path] kind of start point of the critical path primary input
[routing] starting DRC count in detailed routing 1,116
[routing] DRT Pass-1 Iters 6
[routing] final routed DRC violation total 0
[worst_setup_path] buffers and inverters on the worst path 7
[placement] Placement Setup Slack 3.63 ns
[cts] buffer depth of the longest clock path 2
[sta] tightest hold margin 0.454 ns
[synth] Top FF cell, synth sky130_fd_sc_hd__dfxtp_1
[die] starting density of the core 30.2%
[synth] count of warnings emitted by yosys 1
[global_route] via count of the first global-routing pass 31,600
[sta] final setup violation count 0
[layout] Util after Layout 32.7%
[global_route] wire length of the first global-routing pass 171,000 um
[die] Die Y-Extent 382 um
[synth] unique cell type count in the Yosys netlist 59
[sta] Max Clock Skew 0.0154 ns
[sta] setup repair after global routing missed its margin false
[die] Core Region 143,000 um2
[cts] total number of clock tree sinks 99
[sta] Worst Slack Setup Final 3.83 ns
[cts] Clk Tree Root Cell sky130_fd_sc_hd__clkbuf_16
[synth] library cell occupying the most area in the post-synthesis netlist sky130_fd_sc_hd__fa_1
[sta] transition time of the tightest slew-check pin 0.879 ns
[worst_setup_path] Worst Setup End Kind register
[cts] H-tree depth 3
[sta] share of the clock period used by the worst path after layout 74.8%
[cts] post-CTS resize count 0
[sta] minimum period implied by the final worst setup slack 11.37 ns
[cts] clock latency reported for the late side of the worst-skew pair 0.42 ns
[flow_run] tool warnings 33
[sta] top achievable clock speed 88.0 MHz
[sta] final hold viol count 0
[die] Chip Footprint 146,000 um2
[worst_setup_path] cell seen most often among critical-path stages sky130_fd_sc_hd__fa_1
[global_route] initial antenna violation count 1
[synth] Post-synth EDFFs 0
[routing] post-detailed-route via-to-cell ratio 4.43
[global_route] global-route usage over all layers 15.6%
[die] number of rows in the core area 139
[worst_setup_path] gate family responsible for the most delay along the worst path adder cells
[run_status] outcome complete, no violations
[cts] clock transition at the register clock pins on the worst setup and hold paths after CTS 0.09 ns
[worst_hold_path] Hold Path Class reg -> reg
[cts] number of buffers inserted during clock tree synthesis 9
[synth] ys async rst share 0%
[synth] share of the synthesized area in the top cell type 53.0%
[layout] layout cells sized above 1 2.39%
[die] IO Pins 116
[cts] Setup Buffers After CTS 0
[global_route] gr busiest metal met2
[die] horizontal extent of the die 382 um
[synth] top cells by instance count after synthesis sky130_fd_sc_hd__inv_1, sky130_fd_sc_hd__fa_1, sky130_fd_sc_hd__nand2_1
[worst_setup_path] Crit path largest cell delay 0.75 ns
[synth] cell area after synthesis 43,400 um2
[sta] TNS Setup 0 ns
[layout] area growth from synthesis to layout 8.11%
[layout] post-route cell area 46,900 um2
[flow_run] Max-cap violations 0
[cts] number of buffers inserted for hold repair after clock tree synthesis 0
[synth] Synth Register Bits 99
[cts] clock tree from TritonCTS done
==> cell type report <==
class                      count  area [um2]
clock buffer                   9         225
timing repair buffer         194        1730
tap                         1903        2380
sequential                    99        1980
fill                       14600       96600
inverter                    1292        4850
multi-input combinational   3122       35600
clock inverter                 7        80.1
==> worst paths after layout <==
check	from	slack, ns	endpoint	cells after the start
worst max-delay path	s00_axis_tdata[31]	3.83	m00_axis_tdata[31]	25
worst min-delay path	m00_axis_tdata[12]	0.45	m00_axis_tdata[12]	2
worst max register to register	val_reg[17]	6.79	m00_axis_tdata[31]	24
worst min register to register	m00_axis_tdata[12]	0.45	m00_axis_tdata[12]	2
==> worst reg2reg max path, cell delays in order (launching register included) <==
cell and delay, ns:
sky130_fd_sc_hd__dfxtp_1 0.34, sky130_fd_sc_hd__buf_4 0.25, sky130_fd_sc_hd__nand2_1 0.20, sky130_fd_sc_hd__fa_1 0.71
sky130_fd_sc_hd__inv_1 0.17, sky130_fd_sc_hd__fa_1 0.73, sky130_fd_sc_hd__inv_1 0.22, sky130_fd_sc_hd__fa_1 0.52
sky130_fd_sc_hd__inv_1 0.05, sky130_fd_sc_hd__fa_1 0.50, sky130_fd_sc_hd__fa_1 0.56, sky130_fd_sc_hd__fa_1 0.45
sky130_fd_sc_hd__fa_1 0.49, sky130_fd_sc_hd__inv_1 0.05, sky130_fd_sc_hd__fa_1 0.48, sky130_fd_sc_hd__inv_1 0.04
sky130_fd_sc_hd__ha_1 0.39, sky130_fd_sc_hd__nand3_1 0.15, sky130_fd_sc_hd__nor3_1 0.75, sky130_fd_sc_hd__nand2_1 0.11
sky130_fd_sc_hd__a21oi_1 0.46, sky130_fd_sc_hd__o21bai_1 0.19, sky130_fd_sc_hd__o21ai_0 0.28, sky130_fd_sc_hd__a21o_1 0.16
sky130_fd_sc_hd__nand4_1 0.07
==> placed cells by master (no fill, tap or decap), drive strengths merged, types with 27 or more instances in the layout <==
cell           Yosys  layout
dfxtp             99      99
clkdlybuf4s50      0     110
ha               307     307
o21ai             46      46
fa              1149    1149
inv             1291    1294
and2             458     458
buf                9      84
nand2            668     668
a21oi            119     119
nor2              78      78
nand2b            27      27
nand3             36      36
xnor2             67      67
==> routing by layer <==
| layer | vias up | wire length, um |
|---|---|---|
| met5 | - | 0 |
| met4 | 0 | 2180 |
| met3 | 73 | 8600 |
| met2 | 941 | 47700 |
| met1 | 14900 | 42300 |
| li1 | 13500 | - |
==> logic make-up after synthesis <==
logic type	Yosys count	synth area share, %
AOI/OAI and AO/OA	250	3.67
muxes	2	0.0462
buffers and inverters	1528	13.3
and+or+nand+nor	1328	14.7
DFF	99	4.57
adders and majority gates	1456	61.9
xor gates and xnor gates	86	1.77

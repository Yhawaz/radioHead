[flow/design.v]
`timescale 1ns / 1ps
`default_nettype none
module cordic64 #(
    parameter integer C_S00_AXIS_TDATA_WIDTH = 64,
    parameter integer C_M00_AXIS_TDATA_WIDTH = 64,
    parameter integer C_NUM_CORDIC_ITERATIONS = 16,
    parameter integer C_CORDIC_FRAC_WIDTH = 32,
    parameter integer C_CORDIC_GAIN = 1304065751  
)(
    input wire s00_axis_aclk,
    input wire s00_axis_aresetn,
    input wire s00_axis_tlast,
    input wire s00_axis_tvalid,
    input wire [C_S00_AXIS_TDATA_WIDTH-1:0] s00_axis_tdata,
    input wire [(C_S00_AXIS_TDATA_WIDTH/8)-1:0] s00_axis_tstrb,
    output logic s00_axis_tready,
    input wire m00_axis_tready,
    output logic m00_axis_tvalid,
    output logic m00_axis_tlast,
    output logic [C_M00_AXIS_TDATA_WIDTH-1:0] m00_axis_tdata,  
    output logic [(C_M00_AXIS_TDATA_WIDTH/8)-1:0] m00_axis_tstrb
);
    localparam integer C_CORDIC_LOG2_FRAC_WIDTH = $clog2(C_CORDIC_FRAC_WIDTH);
    localparam integer C_CORDIC_FIXED_WIDTH = (C_S00_AXIS_TDATA_WIDTH/2) + C_CORDIC_FRAC_WIDTH + 1;  
    logic [31:0] angles [0:15];
    logic [31:0] angle1;
    logic signed [31:0] x_i0,x_i1,x_i2,x_i3,x_i4,x_i5,x_i6,x_i7,x_i8,x_i9,x_i10,x_i11,x_i12,x_i13,x_i14,x_i15,x_i16;
    logic signed [31:0] y_i0,y_i1,y_i2,y_i3,y_i4,y_i5,y_i6,y_i7,y_i8,y_i9,y_i10,y_i11,y_i12,y_i13,y_i14,y_i15,y_i16;
    logic signed [31:0] z_i0,z_i1,z_i2,z_i3,z_i4,z_i5,z_i6,z_i7,z_i8,z_i9,z_i10,z_i11,z_i12,z_i13,z_i14,z_i15,z_i16;
    always_comb begin
        x_i0 = x_i[0];
        x_i1 = x_i[1];
        x_i2 = x_i[2];
        x_i3 = x_i[3];
        x_i4 = x_i[4];
        x_i5 = x_i[5];
        x_i6 = x_i[6];
        x_i7 = x_i[7];
        x_i8 = x_i[8];
        x_i9 = x_i[9];
        x_i10 = x_i[10];
        x_i11 = x_i[11];
        x_i12 = x_i[12];
        x_i13 = x_i[13];
        x_i14 = x_i[14];
        x_i15 = x_i[15];
        x_i16 = x_i[16];
        y_i0 = y_i[0];
        y_i1 = y_i[1];
        y_i2 = y_i[2];
        y_i3 = y_i[3];
        y_i4 = y_i[4];
        y_i5 = y_i[5];
        y_i6 = y_i[6];
        y_i7 = y_i[7];
        y_i8 = y_i[8];
        y_i9 = y_i[9];
        y_i10 = y_i[10];
        y_i11 = y_i[11];
        y_i12 = y_i[12];
        y_i13 = y_i[13];
        y_i14 = y_i[14];
        y_i15 = y_i[15];
        y_i16 = y_i[16];
        z_i0 = z_i[0];
        z_i1 = z_i[1];
        z_i2 = z_i[2];
        z_i3 = z_i[3];
        z_i4 = z_i[4];
        z_i5 = z_i[5];
        z_i6 = z_i[6];
        z_i7 = z_i[7];
        z_i8 = z_i[8];
        z_i9 = z_i[9];
        z_i10 = z_i[10];
        z_i11 = z_i[11];
        z_i12 = z_i[12];
        z_i13 = z_i[13];
        z_i14 = z_i[14];
        z_i15 = z_i[15];
        z_i16 = z_i[16];
    end
    assign angle1 = angles[0];
    initial begin
        angles[0] = 32'd536871365;
        angles[1] = 32'd316933673;
        angles[2] = 32'd167459048;
        angles[3] = 32'd85004827;
        angles[4] = 32'd42667367;
        angles[5] = 32'd21354483;
        angles[6] = 32'd10679847;
        angles[7] = 32'd5340249;
        angles[8] = 32'd2670165;
        angles[9] = 32'd1335087;
        angles[10] = 32'd667544;
        angles[11] = 32'd333772;
        angles[12] = 32'd166886;
        angles[13] = 32'd83443;
        angles[14] = 32'd41721;
        angles[15] = 32'd10430;
    end
    function logic [C_CORDIC_FIXED_WIDTH-1:0] rnd2zerodiv(
        input logic signed [C_CORDIC_FIXED_WIDTH-1:0] x,
        input logic [C_CORDIC_LOG2_FRAC_WIDTH-1:0] i
    );
        logic sign;
        if ($signed(x) < 0) begin
            x = -x;
            sign = 1;
        end else begin
            sign = 0;
        end
        x = x >> i;
        if (sign) begin
            rnd2zerodiv = -x;
        end else begin
            rnd2zerodiv = x;
        end
    endfunction
    function logic [C_CORDIC_FIXED_WIDTH-1:0] abs_scale(
        input logic signed [C_S00_AXIS_TDATA_WIDTH/2-1:0] x
    );
        if ($signed(x) < 0) begin
            abs_scale = $signed(-x) * $signed(C_CORDIC_GAIN);
        end else begin
            abs_scale = x * C_CORDIC_GAIN;
        end
    endfunction
    logic signed [C_CORDIC_FIXED_WIDTH-1:0] x_i [0:C_NUM_CORDIC_ITERATIONS];
    logic signed [C_CORDIC_FIXED_WIDTH-1:0] y_i [0:C_NUM_CORDIC_ITERATIONS];
    logic signed [C_CORDIC_FIXED_WIDTH-1:0] z_i [0:C_NUM_CORDIC_ITERATIONS];
    logic  flips_i [0:C_NUM_CORDIC_ITERATIONS];
    logic y_neg_i [0:C_NUM_CORDIC_ITERATIONS];
    logic x_neg_i [0:C_NUM_CORDIC_ITERATIONS];
    logic tvalid_i [0:C_NUM_CORDIC_ITERATIONS];
    logic tlast_i [0:C_NUM_CORDIC_ITERATIONS];
    logic signed [C_S00_AXIS_TDATA_WIDTH/2:0] pre_x_i_0, pre_y_i_0;
    logic signed [C_S00_AXIS_TDATA_WIDTH/2-1:0] x_i_0, y_i_0, z_i_0;
    logic flips_i_0;
    logic y_neg;
    logic x_neg;
    assign pre_x_i_0 = $signed(s00_axis_tdata[(C_S00_AXIS_TDATA_WIDTH/2)-1:0]);
    assign pre_y_i_0 = $signed(s00_axis_tdata[(C_S00_AXIS_TDATA_WIDTH-1):(C_S00_AXIS_TDATA_WIDTH/2)]);
    assign x_i_0 = $signed(pre_x_i_0)<0?-pre_x_i_0:pre_x_i_0;
    assign y_i_0 = $signed(pre_x_i_0)<0?-pre_y_i_0:pre_y_i_0;
    assign z_i_0 = 0;
    assign flips_i_0 = (pre_x_i_0<=0 && pre_y_i_0<=0);
    assign y_neg = $signed(pre_y_i_0) < 0;
    assign x_neg = $signed(pre_x_i_0) < 0;
    always_ff @(posedge s00_axis_aclk) begin
            tvalid_i[0] <= s00_axis_tvalid;
            tlast_i[0] <= s00_axis_tlast;
            x_i[0] <= abs_scale(x_i_0);
            y_i[0] <= abs_scale(y_i_0);
            z_i[0] <= 0;
            flips_i[0] <= flips_i_0;
            y_neg_i[0] <= y_neg;
            x_neg_i[0] <= x_neg;
    end
    genvar i;
    generate for (i = 0; i < C_NUM_CORDIC_ITERATIONS; i = i + 1) begin: cordic_iteration
        always_ff @(posedge s00_axis_aclk) begin
                tvalid_i[i+1] <= tvalid_i[i];
                tlast_i[i+1] <= tlast_i[i];
                flips_i[i+1] <= flips_i[i];
                y_neg_i[i+1] <= y_neg_i[i];
                x_neg_i[i+1] <= x_neg_i[i];
                if ($signed(y_i[i]) < 0) begin
                    x_i[i+1] <= x_i[i] - rnd2zerodiv(y_i[i], i);
                    y_i[i+1] <= y_i[i] + rnd2zerodiv(x_i[i], i);
                    z_i[i+1] <= $signed(z_i[i]) - $signed(angles[i]);
                end else begin
                    x_i[i+1] <= x_i[i] + rnd2zerodiv(y_i[i], i);
                    y_i[i+1] <= y_i[i] - rnd2zerodiv(x_i[i], i);
                    z_i[i+1] <= $signed(z_i[i]) + $signed(angles[i]);
                end
        end
    end endgenerate
    logic [31:0] mag;
    logic [31:0] rotate_angle, regular_angle, y_neg_angle,x_neg_angle;
    assign rotate_angle     = z_i[C_NUM_CORDIC_ITERATIONS]-2147483648;
    assign regular_angle    =  z_i[C_NUM_CORDIC_ITERATIONS];
    assign y_neg_angle = 32'hffff_ffff - regular_angle;
    assign x_neg_angle = 32'hffff_ffff - rotate_angle;
    assign mag =  x_i[C_NUM_CORDIC_ITERATIONS][C_CORDIC_FIXED_WIDTH-2:C_CORDIC_FRAC_WIDTH-1];  
    assign m00_axis_tvalid = tvalid_i[C_NUM_CORDIC_ITERATIONS];
    assign m00_axis_tlast = tlast_i[C_NUM_CORDIC_ITERATIONS];
    always_comb begin
        if (flips_i[C_NUM_CORDIC_ITERATIONS]) begin
            m00_axis_tdata = {rotate_angle, mag};
        end else begin
            if(y_neg_i[C_NUM_CORDIC_ITERATIONS])begin
                m00_axis_tdata = {y_neg_angle, mag};
            end else if (x_neg_i[C_NUM_CORDIC_ITERATIONS]) begin
                m00_axis_tdata = {x_neg_angle, mag};
            end else begin
                m00_axis_tdata = {regular_angle, mag};
            end
        end
    end
    assign s00_axis_tready = m00_axis_tready;
    assign m00_axis_tstrb = 4'hf;
endmodule
`default_nettype wire
`timescale 1ns / 1ps
`default_nettype none
module demo_shim #(
    parameter integer C_S00_AXIS_TDATA_WIDTH = 32,
    parameter integer C_M00_AXIS_TDATA_WIDTH = 64
)(
    input wire s00_axis_aclk,
    input wire s00_axis_aresetn,
    input wire s00_axis_tlast,
    input wire s00_axis_tvalid,
    input wire [C_S00_AXIS_TDATA_WIDTH-1:0] s00_axis_tdata,
    input wire [(C_S00_AXIS_TDATA_WIDTH/8)-1:0] s00_axis_tstrb,
    output logic s00_axis_tready,
    input wire m00_axis_tready,
    output logic m00_axis_tvalid,
    output logic m00_axis_tlast,
    output logic [C_M00_AXIS_TDATA_WIDTH-1:0] m00_axis_tdata,  
    output logic [(C_M00_AXIS_TDATA_WIDTH/8)-1:0] m00_axis_tstrb
);
	logic demod_to_cordic_ready;
	logic demod_to_cordic_valid;
	logic demod_to_cordic_last;
	logic [63:0] demod_to_cordic_data; 
	logic [63:0] demod_to_cordic_data_shifted; 
	logic [7:0] demod_to_cordic_strb;
    always_comb begin
       demod_to_cordic_data_shifted = {demod_to_cordic_data[63:32]<<8,demod_to_cordic_data[31:0]<<8}; 
    end
	demod64 demod(
		.s00_axis_aclk(s00_axis_aclk),
		.s00_axis_aresetn(s00_axis_aresetn),
		.s00_axis_tlast(s00_axis_tlast),
		.s00_axis_tvalid(s00_axis_tvalid),
		.s00_axis_tdata(s00_axis_tdata),
		.s00_axis_tstrb(s00_axis_tstrb),
		.s00_axis_tready(s00_axis_tready),
		.m00_axis_tready(demod_to_cordic_ready),
		.m00_axis_tvalid(demod_to_cordic_valid),
		.m00_axis_tlast(demod_to_cordic_last),
		.m00_axis_tdata(demod_to_cordic_data),
		.m00_axis_tstrb(demod_to_cordic_strb)
	);
	cordic64 angle_time(
		.s00_axis_aclk(s00_axis_aclk),
		.s00_axis_aresetn(s00_axis_aresetn),
		.s00_axis_tlast(demod_to_cordic_last),
		.s00_axis_tvalid(demod_to_cordic_valid),
		.s00_axis_tdata(demod_to_cordic_data),
		.s00_axis_tstrb(demod_to_cordic_strb),
		.s00_axis_tready(demod_to_cordic_ready),
		.m00_axis_tready(m00_axis_tready),
		.m00_axis_tvalid(m00_axis_tvalid),
		.m00_axis_tlast(m00_axis_tlast),
		.m00_axis_tdata(m00_axis_tdata),
		.m00_axis_tstrb(m00_axis_tstrb)
	);
endmodule
`default_nettype wire
`timescale 1ns / 1ps
`default_nettype none
module demod64 #(
   parameter integer C_S00_AXIS_TDATA_WIDTH = 32,
   parameter integer C_M00_AXIS_TDATA_WIDTH = 64
)(
   input wire s00_axis_aclk,
   input wire s00_axis_aresetn,
   input wire s00_axis_tlast,
   input wire s00_axis_tvalid,
   input wire [C_S00_AXIS_TDATA_WIDTH-1:0] s00_axis_tdata,
   input wire [(C_S00_AXIS_TDATA_WIDTH/8)-1:0] s00_axis_tstrb,
   output logic s00_axis_tready,
   input wire m00_axis_tready,
   output logic m00_axis_tvalid,
   output logic m00_axis_tlast,
   output logic [C_M00_AXIS_TDATA_WIDTH-1:0] m00_axis_tdata,  
   output logic [(C_M00_AXIS_TDATA_WIDTH/8)-1:0] m00_axis_tstrb
);
logic [31:0] val_reg;
logic [63:0] alpha;
logic signed [31:0] ac;
logic signed [31:0] bd;
logic signed [31:0] bc;
logic signed [31:0] ad;
logic signed [15:0] cur_real;  
logic signed [15:0] prev_real;  
logic signed [15:0] cur_imag;  
logic signed [15:0] prev_imag;  
logic signed [31:0] final_real;
logic signed [31:0] final_imag;
always_comb begin
        s00_axis_tready = m00_axis_tready; 
        m00_axis_tstrb = 255;  
        cur_real =  s00_axis_tdata[15:0];
        cur_imag =  s00_axis_tdata[31:16];
        prev_real =  val_reg[15:0];
        prev_imag =  val_reg[31:16];
        ac = ($signed(cur_real) * $signed(prev_real)) >>> 3;  
        bd = ($signed(cur_imag) * $signed(prev_imag)) >>> 3;
        bc = ($signed(cur_imag) * $signed(prev_real)) >>> 3;
        ad = ($signed(cur_real) * $signed(prev_imag)) >>> 3;
        final_real  = $signed(ac + bd);
        final_imag  = $signed(bc - ad);
        alpha = {final_imag,final_real};
end
always_ff @(posedge s00_axis_aclk)begin
   if(!s00_axis_aresetn)begin
       m00_axis_tvalid <= 0;
       val_reg <= 0;
       m00_axis_tdata <= 0;
       m00_axis_tlast <= 0;
   end else begin
       if(s00_axis_tvalid && s00_axis_tready)begin
           val_reg <= s00_axis_tdata;
           m00_axis_tdata <= alpha;
           m00_axis_tvalid <= 1'b1;
           m00_axis_tlast <= s00_axis_tlast;
       end else begin
                m00_axis_tvalid <= 1'b0;
       end
   end
end
endmodule
module demo_shim_w#(C_S00_AXIS_TDATA_WIDTH=32, C_M00_AXIS_TDATA_WIDTH=64)(
   input wire s00_axis_aclk,
   input wire s00_axis_aresetn,
   input wire s00_axis_tlast,
   input wire s00_axis_tvalid,
   input wire [C_S00_AXIS_TDATA_WIDTH-1:0] s00_axis_tdata,
   input wire [(C_S00_AXIS_TDATA_WIDTH/8)-1:0] s00_axis_tstrb,
   output wire s00_axis_tready,
   input wire m00_axis_aclk,
   input wire m00_axis_tready,
   output wire m00_axis_tvalid,
   output wire m00_axis_tlast,
   output wire [C_M00_AXIS_TDATA_WIDTH-1:0] m00_axis_tdata,  
   output wire [(C_M00_AXIS_TDATA_WIDTH/8)-1:0] m00_axis_tstrb
);
	demo_shim demo_shimmer(
	   .s00_axis_aclk(s00_axis_aclk),
	   .s00_axis_aresetn(s00_axis_aresetn),
	   .s00_axis_tlast(s00_axis_tlast),
	   .s00_axis_tvalid(s00_axis_tvalid),
	   .s00_axis_tdata(s00_axis_tdata),
	   .s00_axis_tstrb(s00_axis_tstrb),
	   .s00_axis_tready(s00_axis_tready),
	   .m00_axis_tready(m00_axis_tready),
	   .m00_axis_tvalid(m00_axis_tvalid),
	   .m00_axis_tlast(m00_axis_tlast),
	   .m00_axis_tdata(m00_axis_tdata),  
	   .m00_axis_tstrb(m00_axis_tstrb)
	);
endmodule
[flow/run.sh]
#!/bin/bash
# OpenROAD 26Q1-2900-gdf79404cd8, Yosys 0.63+post, stock flow scripts
make -C /OpenROAD-flow-scripts/flow DESIGN_CONFIG=/design/flow/config.mk WORK_HOME=/design/flow/orfs finish
[flow/config.mk]
export PLATFORM = sky130hd
export DESIGN_NAME = demo_shim_w
export DESIGN_NICKNAME = demo_shim_w
export VERILOG_FILES = /design/flow/design.v
export SDC_FILE = /design/flow/constraint.sdc
export NUM_CORES = 4
export LEC_CHECK = 1
export CORE_UTILIZATION = 50
[flow/constraint.sdc]
current_design demo_shim_w

set clk_period 29.8
set clk_io_pct 0.2

create_clock -name clk0 -period $clk_period [get_ports {s00_axis_aclk}]

set non_clock_inputs [all_inputs -no_clocks]
set_input_delay [expr $clk_period * $clk_io_pct] -clock clk0 $non_clock_inputs
set_output_delay [expr $clk_period * $clk_io_pct] -clock clk0 [all_outputs]
==> metrics.cfg <==
[final_layout]
final_common_cell = inv_1
top_regs = demo_shimmer.angle_time.x_i (1069), demo_shimmer.angle_time.y_i (1038), demo_shimmer.angle_time.z_i (454)
comb_area_um2 = 315000
top_register = demo_shimmer.angle_time.x_i
syn_to_final_growth_pct = 6.23
layout_top_cells = inv_1 (4350), xnor2_1 (4327), nand2_1 (4002), ha_1 (3828), nor2_1 (3757)
seq_area_um2 = 54900
finalInstanceArea_um2 = 417000
largest_reg_flops = 1069
stdcell_count = 60100
drive_gt1_frac = 0.0383
fill_cells = 72100

[cts]
clockBufferDepth = 4
clock_sinks = 2740
cts_tree = done
cts_setup_buffers = 0
htreeDepth = 5
cts-root-buf = clkbuf_16
clk-insertion-delay-late_ns = 1.09
path_clk_slew_ns = 0.07
ctsHoldBuffers = 0
cts_buffers = 331
cts_resized = 0

[run_status]
status = finished with violations
violations = antenna rules

[timing]
setup_slack_ns = 14.87
fin_hold_ws_ns = 0.303
worstMarginPinSlew_ns = 1.20
finalClockSkew_ns = 0.105
drv_slew = 0
grt_setup_unrepaired = false
max_freq_mhz = 67.0
period_used_share = 0.501
maxSlewHeadroom = 0.199
hold_viol_final = 0
fin_crit_ns = 14.93
setup_violations = 0
fin_tns_setup_ns = 0

[route]
wirelength_mm = 1390
drc = 0
routedWlPerCell_um = 23.2
viasPerCell = 5.98
drt-initial-drc-count = 30100
ant_nets = 1
vias = 360000
drt_first_pass_iters = 8

[yosys]
edf_count = 0
synth_flops = 2740
synthFlopType = dfxtp_1
synth.distinct_cells = 113
syn_inst = 49900
async_flop_share = 0
ys_seq_frac = 0.140
synth_area_um2 = 393000
yosysChipArea_um2 = 393000
synth_area_per_cell_um2 = 7.88
ys_cells = 49900
yosysWarnings = 11

[global_route]
grt_start_max_net_pins = 138
grt_util_all_layers = 0.358
grt_overflow = 0
antenna_found_initial = 72
grt_pass1_vias = 338000
grt_pass1_wl_mm = 2100

[worst_setup_path]
crit_path_start_kind = input pin
slowest_stage = o41ai_1
worstPathRequired_ns = 30.78
crit_type = input pin to flop
slowest_delay_ns = 0.74
worstPathArrival_ns = 15.92
critPathMaxFanout = 17
endpoint_kind = flop

[floorplanning]
dieArea_um2 = 789000
core_um2 = 783000
io_pins = 117
row_count = 325
die.size.y_um = 888
die_width_um = 888
fp_util = 0.502

[worst_hold_path]
hp-class = flop to flop

[place]
place_ws_ns = 13.72
postPlaceCellArea_um2 = 406000
io_buffers = 103
place_congestion = 1.06
placedCellCount = 59400
dp.final_hpwl_mm = 1160

[job]
drv_cap = 0
warnings = 184

[synth_stat cells, drive strengths merged, types with 1300 or more instances]
master / n / area (um2)
nor3: 1577 / 7960
nand2: 4006 / 15000
clkbuf: 1536 / 5770
a21o: 1387 / 10400
o21ai: 2297 / 11500
dfxtp: 2740 / 54900
xnor2: 4329 / 37900
nand3: 1300 / 6520
ha: 3828 / 47900
inv: 4356 / 16400
xor2: 2169 / 19000
a21oi: 3744 / 18700
nor2: 3759 / 14100
fa: 2706 / 54200
[final cells by class]
| type | instances | share of cell area |
|---|---|---|
| Clock buffer | 413 | 0.0216 |
| Timing Repair Buffer | 721 | 0.0137 |
| Clock inverter | 195 | 0.00609 |
| Inverter | 4368 | 0.0393 |
| Sequential cell | 2740 | 0.132 |
| Antenna cell | 103 | 0.000618 |
| Multi-Input combinational cell | 41100 | 0.756 |
| Tap cell | 10500 | 0.0314 |
[kinds of logic (layout without fill, tap and decap cells)]
group                      count (synthesis)  in the layout  synth area share
and+or+nand+nor                        16100          16100             0.203
adders and majority gates               6534           6534             0.260
muxes                                    347            347           0.00913
other                                      2            183         0.0000191
xor gates and xnor gates                6500           6500             0.145
DFF                                     2740           2740             0.140
buffers and inverters                   6118           5697            0.0587
AOI/OAI and AO/OA                      11500          11500             0.184
[per-stage QoR]
stage / util
final: 0.533
after global routing: 0.533
after CTS: 0.533
after detailed placement: 0.518
after global placement: 0.518
after floorplan: -
[critical path: cells and delay by family]
kind | cells | cell delay (ns)
fa+ha+maj | 8 | 3.19
compound gates | 18 | 4.14
simple gates | 3 | 0.82
buf+inv | 8 | 1.34
xor+xnor | 1 | 0.42
[path summary, 6_finish.rpt]
check,startpoint,to,slack [ns],depth (start not counted)
max,s00_axis_tdata[3],demo_shimmer.demod.m00_axis_tdata[61],14.87,38
min,demo_shimmer.angle_time.tlast_i[8],demo_shimmer.angle_time.tlast_i[9],0.30,0
max reg2reg,demo_shimmer.demod.m00_axis_tdata[41],demo_shimmer.angle_time.y_i[0][62],15.92,45
min reg2reg,demo_shimmer.angle_time.tlast_i[8],demo_shimmer.angle_time.tlast_i[9],0.30,0
[metal layers]
layer  up-vias  global-route usage  wire [um]
met3      2623               0.103     140000
li1     172000                   -          -
met4        56               0.134      66900
met5         -             0.00228        785
met1    169000               0.520     597000
met2     15100               0.519     586000

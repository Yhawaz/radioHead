$ cat flow/design.v
`timescale 1ns / 1ps
`default_nettype none
module demod64 #(
   parameter integer C_S00_AXIS_TDATA_WIDTH = 32,
   parameter integer C_M00_AXIS_TDATA_WIDTH = 64
)(
   input wire s00_axis_aclk,
   input wire s00_axis_aresetn,
   input wire s00_axis_tlast,
   input wire s00_axis_tvalid,
   input wire [C_S00_AXIS_TDATA_WIDTH-1:0] s00_axis_tdata,
   input wire [(C_S00_AXIS_TDATA_WIDTH/8)-1:0] s00_axis_tstrb,
   output logic s00_axis_tready,
   input wire m00_axis_tready,
   output logic m00_axis_tvalid,
   output logic m00_axis_tlast,
   output logic [C_M00_AXIS_TDATA_WIDTH-1:0] m00_axis_tdata,  
   output logic [(C_M00_AXIS_TDATA_WIDTH/8)-1:0] m00_axis_tstrb
);
logic [31:0] val_reg;
logic [63:0] alpha;
logic signed [31:0] ac;
logic signed [31:0] bd;
logic signed [31:0] bc;
logic signed [31:0] ad;
logic signed [15:0] cur_real;  
logic signed [15:0] prev_real;  
logic signed [15:0] cur_imag;  
logic signed [15:0] prev_imag;  
logic signed [31:0] final_real;
logic signed [31:0] final_imag;
always_comb begin
        s00_axis_tready = m00_axis_tready; 
        m00_axis_tstrb = 255;  
        cur_real =  s00_axis_tdata[15:0];
        cur_imag =  s00_axis_tdata[31:16];
        prev_real =  val_reg[15:0];
        prev_imag =  val_reg[31:16];
        ac = ($signed(cur_real) * $signed(prev_real)) >>> 3;  
        bd = ($signed(cur_imag) * $signed(prev_imag)) >>> 3;
        bc = ($signed(cur_imag) * $signed(prev_real)) >>> 3;
        ad = ($signed(cur_real) * $signed(prev_imag)) >>> 3;
        final_real  = $signed(ac + bd);
        final_imag  = $signed(bc - ad);
        alpha = {final_imag,final_real};
end
always_ff @(posedge s00_axis_aclk)begin
   if(!s00_axis_aresetn)begin
       m00_axis_tvalid <= 0;
       val_reg <= 0;
       m00_axis_tdata <= 0;
       m00_axis_tlast <= 0;
   end else begin
       if(s00_axis_tvalid && s00_axis_tready)begin
           val_reg <= s00_axis_tdata;
           m00_axis_tdata <= alpha;
           m00_axis_tvalid <= 1'b1;
           m00_axis_tlast <= s00_axis_tlast;
       end else begin
                m00_axis_tvalid <= 1'b0;
       end
   end
end
endmodule
module demod_w#(C_S00_AXIS_TDATA_WIDTH=32, C_M00_AXIS_TDATA_WIDTH=64)(
   input wire s00_axis_aclk,
   input wire s00_axis_aresetn,
   input wire s00_axis_tlast,
   input wire s00_axis_tvalid,
   input wire [C_S00_AXIS_TDATA_WIDTH-1:0] s00_axis_tdata,
   input wire [(C_S00_AXIS_TDATA_WIDTH/8)-1:0] s00_axis_tstrb,
   output wire s00_axis_tready,
   input wire m00_axis_aclk,
   input wire m00_axis_tready,
   output wire m00_axis_tvalid,
   output wire m00_axis_tlast,
   output wire [C_M00_AXIS_TDATA_WIDTH-1:0] m00_axis_tdata,  
   output wire [(C_M00_AXIS_TDATA_WIDTH/8)-1:0] m00_axis_tstrb
);
	demod64 demody(
	   .s00_axis_aclk(s00_axis_aclk),
	   .s00_axis_aresetn(s00_axis_aresetn),
	   .s00_axis_tlast(s00_axis_tlast),
	   .s00_axis_tvalid(s00_axis_tvalid),
	   .s00_axis_tdata(s00_axis_tdata),
	   .s00_axis_tstrb(s00_axis_tstrb),
	   .s00_axis_tready(s00_axis_tready),
	   .m00_axis_tready(m00_axis_tready),
	   .m00_axis_tvalid(m00_axis_tvalid),
	   .m00_axis_tlast(m00_axis_tlast),
	   .m00_axis_tdata(m00_axis_tdata),  
	   .m00_axis_tstrb(m00_axis_tstrb)
	);
endmodule
$ cat flow/config.mk
export PLATFORM = sky130hd
export DESIGN_NAME = demod_w
export DESIGN_NICKNAME = demod_w
export VERILOG_FILES = /design/flow/design.v
export SDC_FILE = /design/flow/constraint.sdc
export NUM_CORES = 4
export LEC_CHECK = 1
export CORE_UTILIZATION = 50
$ cat flow/constraint.sdc
current_design demod_w

set clk_period 13.9
set clk_io_pct 0.2

create_clock -name clk0 -period $clk_period [get_ports {s00_axis_aclk}]

set non_clock_inputs [all_inputs -no_clocks]
set_input_delay [expr $clk_period * $clk_io_pct] -clock clk0 $non_clock_inputs
set_output_delay [expr $clk_period * $clk_io_pct] -clock clk0 [all_outputs]
$ cat flow/run.sh
#!/bin/bash
# OpenROAD 26Q1-2900-gdf79404cd8, Yosys 0.63+post, stock flow scripts
make -C /OpenROAD-flow-scripts/flow DESIGN_CONFIG=/design/flow/config.mk WORK_HOME=/design/flow/orfs finish
==> changes_impl.md <==
## Flow update

* Max-area cell share at a little under half
* Buffer count from post-CTS setup fixing at 0
* DIE AREA at ~92000 µm²
* DRT Wirelength at between 100000 and 150000 µm
* Remaining Overflow, GRT at 0
* Vias at roughly 33k
* Synth Instances at 5177
* Ys flop type: dfxtp_1
* Worst-case clock buffer depth at 2
* Post-synth area hogs: fa_1 (46%), ha_1 (10%), inv_1 (9.9%), and2_1 (6.7%), nand2_1 (5.6%)
* Flops after synth at around 94
* # resized after CTS at 0
* Placed Area at 47530 µm²
* Ys cells at just over 5k
* Antenna Nets Post-Route at 0
* Routed len/inst at ~17 µm
* Total power at about 5.3 mW
* Fill cells at between 8k and 9k
* Measured slew at the worst slew-check pin at roughly 0.97 ns
* Chip height at between 300 and 400 µm
* Min-delay src: demody.m00_axis_tdata[43]
* Vias/cell at roughly 5.2
* Largest net degree at the start of global routing at about 48
* Std-Cell Core Area at roughly 90000 µm²
* Final core utilization at 53.21%
* Seq/Total Area, Yosys at between 4 and 5%
* Largest register FFs at 60
* Max-cap violations at 0
* Area Overhead vs Synth at 5.451%
* First-pass GRT wire length at between 150000 and 200000 µm
* Hold EP: demody.m00_axis_tdata[43]
* Cell accounting for the most synthesized area: fa_1
* Hold Vio Cnt, Final at 0
* Smallest hold slack at approximately 0.45 ns
* R2R cell count at 29
* Vias in the first global route at 32.46k
* Worst Skew at around 0.017 ns
* Post-layout min period at between 10 and 15 ns
* Dpl hpwl at 88040 µm
* Yosys stat area at 45350 µm²
* Worst setup EP type: flip-flop
* Slew headroom at a little over a third
* Power Density at approximately 110 nW/µm²
* Syn Area/Cell at between 8 and 9 µm²
* RSZ-0062 raised after global routing: false
* Pre-Repair DR Iteration Count at 5
* Initial drt markers at between 1.5k and 2k
* Min-Delay Path Depth at 2
* Req. time, crit path at approximately 14 ns
* Status: finished clean
* Critical Path AT at 12.35 ns
* Fmax at 0.08288 GHz
* Clock Pin Slew Worst Setup and Hold Paths at about 0.090 ns
* Root Buffer: clkbuf_16
* Ratio of cells with drive above 1 in the final layout at between 2 and 2.5%
* Clock tree sinks at around 94
* Gr usage total at between 20 and 30%
* Num CTS Buffers at 9
* Fin. max-slew vios at 0
* Die W at 303.2 µm
* Count of different cell masters after synthesis at 76
* Maximum VDD drop at 0.1615 mV
* Ys async rst share at 0%
* Dominant logic cell types in the final layout: inv_1 (1192), fa_1 (1050), nand2_1 (674)
* CTS tree: done
* I/O Buffers at just over 100
* Final setup viols at 0
* Fin crit share at around 87%
* Hold Crit Class: reg -> reg
* Routability congestion estimate at between 0.9 and 1
* Reg-to-reg endpoint: demody.m00_axis_tdata[28]
* Flip-flops with a built-in enable at 0
* Leak at approximately 24 nW
* Type of the worst setup path: in -> reg
* FP Util at 50.46%
* Antenna violations before repair at 1
* Num rows at 110
* Reg-to-reg slack, setup at between 4 and 5 ns
* Critical Path Source Type: primary input
* Post-route cell area at between 40000 and 50000 µm²
* # IOs at about 120
* Tool warnings at 30
* Crit-path max FO at 17
* Synth warnings at 1
* DRC errors left at 0
* Syn Std Cell Area at ~45000 µm²
* Setup TNS at 0 ns
* R2R Path Start: demody.val_reg[17]
* Skew-Pair Late Insertion Delay at roughly 0.4 ns
* Hold_buf cts at 0
* H-tree Lvls at 3
* Most common logic cell in the routed design: inv_1
how the worst max path moves through the flow:
stage                              start                   endpoint  slack (ns)  cells after the start
after CTS             s00_axis_tdata[22]  demody.m00_axis_tdata[28]        2.19                     29
after global routing  s00_axis_tdata[22]  demody.m00_axis_tdata[28]        1.56                     29
final                 s00_axis_tdata[24]  demody.m00_axis_tdata[28]        1.83                     28
final cells by class:
class	instances	area [µm²]	share of cell area [%]
Clock inverter	7	66.31	0.1387
Sequential cell	94	1882	3.935
Inverter	1193	4479	9.366
Antenna cell	2	5.005	0.01046
Tap cell	1176	1471	3.077
Clock buffer	9	225.2	0.4709
Timing Repair Buffer	184	1639	3.427
Multi-Input combinational cell	3651	38060	79.58
report_power, final:
part	switching, mW	internal (mW)	leakage (nW)
Clock	0.159	0.126	0.141
Sequential	0.0381	0.320	0.769
Combinational	2.77	1.91	23.5
worst max-delay path, cell delays in order:
cell,delay [ns]
clkdlybuf4s50_1,0.93
and2_1,0.44
fa_1,0.50
inv_1,0.05
fa_1,0.45
fa_1,0.51
inv_1,0.05
fa_1,0.45
fa_1,0.51
inv_1,0.05
fa_1,0.47
inv_1,0.04
ha_1,0.38
o21ai_0,0.13
a21oi_1,0.24
nand4_1,0.12
o21ai_1,0.59
nand2_1,0.16
a21boi_0,0.43
nor2_1,0.29
ha_1,0.43
nand4_1,0.24
a211oi_1,0.83
o21bai_1,0.37
o31ai_1,0.51
o31a_1,0.19
xnor2_1,0.12
o21ai_0,0.08
metrics by stage:
step                      cells  worst slack, ns
after detailed placement   6298            1.780
after global placement     6298            1.837
after CTS                  6314            2.185
after global routing       6314            1.556
after floorplan            5184            3.876
final                      6316            1.834
metal layers:
metal	part of all wire (%)	global-route usage [%]	up-vias
li1	-	-	15360
met1	44	44.95	16440
met4	2.6	4.870	0
met3	7.8	7.781	70
met5	0	0	-
met2	45	39.32	1031
synthesized netlist by cell type, types with 5 or more instances:
master	count
ha_1	378
inv_1	1193
o31ai_1	9
mux2i_1	5
or3_1	16
nor3_1	29
or4_1	5
nand3_1	52
o21ai_0	88
a21o_1	57
nand4_1	20
o21bai_1	17
clkbuf_1	229
dfxtp_1	94
nor2_1	152
o21a_1	29
o211ai_1	21
and3_1	14
xnor2_1	124
a21oi_1	183
a211oi_1	24
and2_1	483
xor2_1	43
o31a_1	7
a31oi_1	17
nand2b_1	37
fa_1	1050
nand2_1	675
nor2b_1	18
buf_4	13
logic make-up (layout without fill, tap and decap cells):
family | after synthesis | in the layout | share of synthesized area [%]
other | 1 | 10 | 0.008268
XOR/XNOR | 167 | 167 | 3.225
multiplexers | 5 | 5 | 0.1104
flip-flops | 94 | 94 | 4.149
AND-OR/OR-AND | 517 | 517 | 7.333
buffers and inverters | 1439 | 1393 | 12.02
adder cells (fa/ha/maj) | 1428 | 1428 | 56.78
AND/OR/NAND/NOR | 1526 | 1526 | 16.38
No activity file was given, so power comes from the tool's default toggle rates.
